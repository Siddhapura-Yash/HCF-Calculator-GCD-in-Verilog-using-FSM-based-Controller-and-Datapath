### /design/flow/constraint.sdc
current_design CTRL_PATH

set clk_period 2.1
set clk_io_pct 0.2

create_clock -name clk0 -period $clk_period [get_ports {clk}]

set non_clock_inputs [all_inputs -no_clocks]
set_input_delay [expr $clk_period * $clk_io_pct] -clock clk0 $non_clock_inputs
set_output_delay [expr $clk_period * $clk_io_pct] -clock clk0 [all_outputs]
### /design/flow/config.mk
export PLATFORM = sky130hd
export DESIGN_NAME = CTRL_PATH
export DESIGN_NICKNAME = CTRL_PATH
export VERILOG_FILES = /design/flow/design.v
export SDC_FILE = /design/flow/constraint.sdc
export NUM_CORES = 4
export LEC_CHECK = 1
export CORE_AREA = 10 10 70 70
export DIE_AREA = 0 0 80 80
### /design/flow/design.v
module CTRL_PATH (lt,gt,eq,ldA,ldB,sel1,sel2,sel_in,clk,done,start);
  input lt,gt,eq,clk,start;
  output reg ldA,ldB,sel1,sel2,sel_in,done;
  reg [2:0] state,next_state;
  localparam S0=3'b000,
  			 S1=3'b001,
  			 S2=3'b010,
  			 S3=3'b011,
  			 S4=3'b100,
  			 S5=3'b101;
  always@(posedge clk) begin
    state <= next_state;
  end
  always@(posedge clk) begin
    case(next_state) 
      S0 : if(start) next_state <= S1;
      S1 : next_state <= S2;
      S2 :#2 if(eq) next_state <= S5;
      else if(lt) next_state <= S3;
      else if(gt) next_state <= S4;
      S3 :#2 if(eq) next_state <= S5;
      else if(lt) next_state <= S3;
      else if(gt) next_state <= S4;
      S4 :#2 if(eq) next_state <= S5;
      else if(lt) next_state <= S3;
      else if(gt) next_state <= S4;
      S5 : next_state <= S5;
      default : next_state = S0;
    endcase
  end
  always@(*) begin
  ldA = 0;
  ldB = 0;
  sel1 = 0;
  sel2 = 0;
  sel_in = 0;
  done = 0;
    case(state)
    S0 : begin 
      ldA = 1'b1; ldB = 1'b0; sel_in=1'b1; done = 1'b0; 
    	 end 	 
    S1 : begin 
      ldA = 1'b0; ldB = 1'b1; sel_in=1'b1; done = 1'b0; 
    	 end	  
    S2 : begin 
    if(eq) done = 1'b1; 
    else if(lt) begin sel1 = 1'b1; sel2 = 1'b0; sel_in = 1'b0; ldB = 1'b1; ldA = 1'b0; done = 1'b0; end
    else if(gt) begin sel1 = 1'b0; sel2 = 1'b1; sel_in = 1'b0; ldB = 1'b0; ldA = 1'b1; done = 1'b0; end
    end
	S3 : begin
    if(eq) done = 1'b1; 
    else if(lt) begin sel1 = 1'b1; sel2 = 1'b0; sel_in = 1'b0; ldB = 1'b1; ldA = 1'b0; done = 1'b0; end
    else if(gt) begin sel1 = 1'b0; sel2 = 1'b1; sel_in = 1'b0; ldB = 1'b0; ldA = 1'b1; done = 1'b0; end
    end
    S4 : begin
    if(eq) done = 1'b1; 
    else if(lt) begin sel1 = 1'b1; sel2 = 1'b0; sel_in = 1'b0; ldB = 1'b1; ldA = 1'b0; done = 1'b0; end
    else if(gt) begin sel1 = 1'b0; sel2 = 1'b1; sel_in = 1'b0; ldB = 1'b0; ldA = 1'b1; done = 1'b0; end
    end
  	S5 : done = 1'b1;
    endcase
  end
endmodule
### /design/flow/run.sh
#!/bin/bash
# OpenROAD 26Q1-2900-gdf79404cd8, Yosys 0.63+post, stock flow scripts
make -C /OpenROAD-flow-scripts/flow DESIGN_CONFIG=/design/flow/config.mk WORK_HOME=/design/flow/orfs finish
==> results.yml <==
# yosys + openroad results
setup_path:
  critical-path-top-delay-family: "buffers and inverters"
  crit_start: "gt"
  cp_slowest_cell: "clkdlybuf4s50_1"
  crit_required_ns: 1.68
  end_kind: "output port"
  crit_top_cell: "clkdlybuf4s50_1"
  r2r-start: "next_state[2]$_DFFE_PP_"
  cp_data_arrival_time_ns: 1.59
  max_stage_delay_ns: 0.48
  worst_r2r_path_depth: 3
  worst-path-buf-inv: 2
  crit_path_max_fanout: 2
  worstSetupStartpointType: "input port"
  timing.rr.end: "next_state[1]$_DFFE_PP_"
  ff2ff_setup_slack_ns: 0.87
  path_cells: "clkdlybuf4s50_1 > nand2_1 > o21ai_2 > clkdlybuf4s50_1"
  critPathKind: "input port to output port"
sta:
  tightestPinTransition_ns: 0.260
  timing.final.crit_share_pct: 95.9
  setup_viol: 0
  relSlewSlack_pct: 82.5
  fin_worst_skew_ns: 0.0130
  fin_crit_ns: 2.01
  maxSlewViolCount: 0
  fin_hold_ws_ns: 0.489
  hold_viol: 0
  grt_setup_unrepaired: "false"
  fmaxAchievable_ghz: 0.497
clocking:
  cts_tree: "built"
  clockBufferDepth: 2
  h-tree-depth: 1
  clkSlewWorstSetupHoldPaths_ns: 0.06
  cts_sinks: 6
  postCtsHoldBufs: 0
  clock_latency_ns: 0.25
  cts_made_buffers: 3
  cts-root-buf: "clkbuf_4"
synthesis:
  yosys.area.top_type: "edfxtp_1"
  avgSynthCellArea_um2: 8.41
  yosys.cell_types.count: 19
  synth_cells: 40
  ys.warnings.count: 1
  yosysSeqAreaShare_pct: 44.6
  ys_sh_xor_pct: 0
  yosysCellCount: 40
  synthesis.area_um2: 337
  topCellsByArea: "edfxtp_1 (27%), dfxtp_1 (18%), nor2_1 (7.8%)"
  ys_area_um2: 337
  logic_family: "simple AND/OR/NAND/NOR gates"
  simple_gate_share_pct: 29.4
  ys_sh_adder_pct: 0
  top_cell_area_share_pct: 26.8
  synthMuxAreaShare_pct: 0
  aoi_share_pct: 23.8
  ys.flops: 6
route:
  vias: 354
  wl_per_cell_um: 8.63
  n_antenna_cell: 0
  drc_errors: 0
  vias_per_cell: 3.40
  drtIter0Drc: 21
  routed_wl_um: 898
  final_antenna_net_count: 0
  drt_pass1_iterations: 4
floorplan:
  floorplan.core_util_pct: 9.85
  die_h_um: 80
  ioPinCount: 11
  rows: 21
  die-area_um2: 6400
  core_um2: 3420
  die_x_um: 80
finish:
  drive_gt1_share_pct: 17.2
  syn_to_final_growth_pct: 64.7
  post-route-util_pct: 16.2
grt:
  grt_start_max_net_pins: 10
  grtUsageMet2_pct: 3.93
  grt_pass1_vias: 346
  grt_util_all_layers_pct: 2.87
  grt_antenna_before_repair: 0
  grt_pass1_wl_um: 1500
  grt_most_used_layer: "met2"
  grt_overflow_total: 0
  use_met3_pct: 2.16
  gr-usage-met1_pct: 3.45
power:
  p_total_mw: 0.707
  ir_worst_vdd_uv: 230
  power.density_nw_per_um2: 1280
  leakage_nw: 0.210
run:
  maxCapViolations: 0
  tool_warnings: 25
placement:
  hpwl_um: 683
  portBuffers: 10
  gp_congestion: 0.703
min_path:
  hold_start: "next_state[0]$_DFFE_PP_"
  min_to: "state[0]$_DFF_P_"
  holdPathStages: 0
  min_path_type: "flop to flop"
outcome:
  outcome: "complete, no violations"
==> Yosys cell counts <==
master    count
nor2_1        7
o21ai_1       4
a21oi_1       3
dfxtp_1       3
edfxtp_1      3
nand2_1       3
nand3_1       3
inv_1         2
o21ai_0       2
a21bo_1       1
and4bb_1      1
nor2b_1       1
nor2b_2       1
nor3_1        1
o22ai_1       1
o311a_1       1
o31a_1        1
or2b_1        1
or3_1         1
==> area by class of cell <==
cell class / instances / area (µm²)
fillers: 388 / 2860
multi-input cells: 32 / 185
flip-flops and latches: 6 / 150
repair buffers: 14 / 128
well taps: 46 / 57.6
clock buffers: 4 / 26.3
inverters: 2 / 7.51
==> repair_timing <==
item	CTS	global route
pin swaps	0	1
endpoints found under the setup margin	4	1
resized	4	1
setup buffers	1	0
endpoints found under the hold margin	0	0
==> cells in the final DEF (no fill, tap or decap) <==
cell,synthesis,layout
nor2_1,7,6
o31a_1,1,1
clkbuf_4,0,3
a21oi_1,3,3
o21ai_2,0,1
a21bo_1,1,1
o22ai_1,1,1
nor2b_1,1,1
or2b_1,1,1
or3_1,1,1
o311a_1,1,1
inv_1,2,2
nand2_1,3,3
and4bb_1,1,1
nand3_1,3,3
nor2_2,0,1
edfxtp_1,3,3
clkbuf_1,0,1
dfxtp_1,3,3
dlygate4sd2_1,0,2
clkdlybuf4s50_1,0,8
o21ai_0,2,1
o21ai_1,4,4
nor3_1,1,1
nor2b_2,1,1
buf_4,0,4
==> logic make-up after synthesis <==
kind of cell           count (synthesis)
and+or+nand+nor                       19
AOI/OAI and AO/OA                     13
buffers and inverters                  2
DFF                                    6
==> how the worst max path moves through the flow <==
stage                 cells past startpoint  endpoint
after CTS                                 4       ldA
after global routing                      4       ldA
final                                     4       ldA
==> state kept, by name (all words and copies together), names as in the netlist <==
register and cells:
next_state 3, state 3
==> power by group <==
| group | internal (mW) | leakage, nW | switching [mW] | total (mW) |
|---|---|---|---|---|
| Sequential | 0.201 | 0.0572 | 0.0817 | 0.282 |
| Clock | 0.0724 | 0.0150 | 0.0479 | 0.120 |
| Combinational | 0.189 | 0.138 | 0.116 | 0.305 |
| Total | 0.462 | 0.210 | 0.245 | 0.707 |
==> layer usage <==
metal  share of wire (%)  vias up
met2                  38       18
met4                   0        0
met5                   0        -
met1                  47      152
met3                  14        0
li1                    -      184
==> metrics by stage <==
step | setup WS [ns] | area, µm² | cells | setup TNS, ns
floorplan | 0.854 | 337 | 40 | 0
global placement | -0.134 | 517 | 99 | -0.370
detailed placement | -0.152 | 517 | 99 | -0.450
CTS | 0.0471 | 551 | 104 | 0
global route | 0.0258 | 554 | 104 | 0
finish | 0.0866 | 554 | 104 | 0
Power is estimated from default activity; no workload was simulated.
