## design/flow/config.mk

```make
export PLATFORM = sky130hd
export DESIGN_NAME = DATA_PATH
export DESIGN_NICKNAME = DATA_PATH
export VERILOG_FILES = /design/flow/design.v
export SDC_FILE = /design/flow/constraint.sdc
export NUM_CORES = 4
export LEC_CHECK = 1
export CORE_UTILIZATION = 30
```

## design/flow/constraint.sdc

```tcl
current_design DATA_PATH

set clk_period 8.2
set clk_io_pct 0.2

create_clock -name clk0 -period $clk_period [get_ports {clk}]

set non_clock_inputs [all_inputs -no_clocks]
set_input_delay [expr $clk_period * $clk_io_pct] -clock clk0 $non_clock_inputs
set_output_delay [expr $clk_period * $clk_io_pct] -clock clk0 [all_outputs]
```

## design/flow/design.v

```verilog
module MUX(in0,in1,sel,out);
  input [15:0]in0,in1;
  input sel;
  output reg [15:0]out;
  assign out = sel ? in1 : in0;
endmodule
module PIPO(data_in,load,clk,data_out);
  input [15:0]data_in;
  input load,clk;
  output reg [15:0]data_out;
  always@(posedge clk) begin
    if(load) data_out <= data_in;
  end
endmodule
module SUB(in0,in1,out);
  input [15:0]in0,in1;
  output reg [15:0]out;
  always@(*) begin
    out <= in0 - in1;
  end
endmodule
module CMP(data0,data1,lt,gt,eq);
  input [15:0]data0,data1;
  output reg lt,gt,eq;
  assign lt = data0 < data1;
  assign gt = data0 > data1;
  assign eq = data0 == data1;
endmodule
module DATA_PATH(lt,gt,eq,ldA,ldB,sel1,sel2,sel_in,data_in,clk);
  output lt,gt,eq;
  input reg ldA,ldB,sel1,sel2,sel_in,clk;
  wire [15:0]aOut,bOut,x,y,subOut,bus;
  input [15:0]data_in;
  PIPO A(.data_in(bus),.load(ldA),.clk(clk),.data_out(aOut));
  PIPO B(.data_in(bus),.load(ldB),.clk(clk),.data_out(bOut));
  SUB s1 (.in0(x),.in1(y),.out(subOut));
  CMP c1 (.data0(aOut),.data1(bOut),.lt(lt),.gt(gt),.eq(eq));
  MUX left_m1  (.in0(aOut),.in1(bOut),.sel(sel1),.out(x));
  MUX right_m2 (.in0(aOut),.in1(bOut),.sel(sel2),.out(y));
  MUX load_m1  (.in0(subOut),.in1(data_in),.sel(sel_in),.out(bus));
endmodule
```

## design/flow/run.sh

```bash
#!/bin/bash
# OpenROAD 26Q1-2900-gdf79404cd8, Yosys 0.63+post, stock flow scripts
make -C /OpenROAD-flow-scripts/flow DESIGN_CONFIG=/design/flow/config.mk WORK_HOME=/design/flow/orfs finish
```

==> results.txt <==
yosys + openroad results -> Final min period=4.79 ns, CTS clock-pin slew for the worst setup and hold paths=0.07 ns, final worst slack=3.41 ns, final setup fails=0, Setup TNS=0 ns, synth-to-layout area growth=15.3%, PortBufs=24, Vias=2085, Die Ht=97.7 um, Post-CTS Resized=0, Synth flops=32, Die ar.=0.00954 sq mm, Setup Crit Path Kind=input port to register, WP buf/inv=2, Cell Pwr Density=277 mW/mm^2, First DRT Iteration DRCs=98, dpl ws=3.13 ns, wirelength, routed=5.94 mm, Hold Buf Count CTS=0, Rel. slew slack=42.6%, share of cells above drive strength 1=12.1%, DR top layer=met4, CP Launch Type=input port, Final ANT Viol Nets=0, worst path arrival time=4.80 ns, worst hold path class=register to register, RSZ-0062 raised after global routing=no, Yosys warning count=6, register share after synthesis=35.0%, ANT cells=0, top cells by count=32 x edfxtp_1, 31 x ha_1, 28 x nand2_1, Top cell area share=35.0%, Routed wire per std cell=14.6 um, Die Span X=97.7 um, Final HPWL DP=4.40 mm, total power=877 uW, Mapped Cells=272, crit path max fanout=16, Final Skew=0.00488 ns, DR WL met2=2.61 mm, Tightest Pin Transition=0.859 ns, final core occ=35.9%, fin. max-slew vios=0, First-pass DRT Iterations=20, post-synth top area cell=edfxtp_1, maximum vdd drop=0.0749 mV, Highest Clock Rate=209 MHz, largest net degree at the start of global routing=28, Post-CTS Repair Setup Buffers=0, GRT Util Overall=13.6%, CP Capture Type=register, crit-path cells=clkdlybuf4s50_1, mux2i_1, ha_1, inv_1, fa_1, a211oi_1, o21ai_1, a21boi_0, xor2_1, o21ai_0, unique cell type count in the Yosys netlist=56, WP data required=8.22 ns, Post-Route M1 WL=3.03 mm, clock latency on the worst-skew pair=0.28 ns, IO Pins=25, number of max-cap violations=0, total CTS buffers=5, clk buf depth=2, GP Congestion=0.832, mapped cell area=0.00275 sq mm, tool warning count=25, grt ovf=0, number of enable flip-flop cells=32, met3 wire length=213 um, main flop type=edfxtp_1, Final Hold Viols=0, vias per cell=5.14, Floorplan Utilization=31.2%, Yosys Instances=272, slowest stage cell, crit path=clkdlybuf4s50_1, ys async rst share=0%, top cells, area=edfxtp_1 35%, ha_1 14%, mux2_2 6.2%, mux2i_1 5.8%, nand2_1 3.8%, core area=0.00881 sq mm, Crit path max-delay family=buffers and inverters, Worst path max stage delay=1.03 ns, first-pass GRT wire length=10.0 mm, CTS H-tree lvls=2, vias in the first global route=2074, initial antenna violation count=0, final worst path period share=58.4%, reg2reg setup slack=5.49 ns, YS chip area=0.00275 sq mm, CTS root buf=clkbuf_8, clock sink total=32, CTS tree=done, DRC violations left=0, outcome=finished clean, most common cell in the synthesized netlist=edfxtp_1, leak pwr=0.00131 uW, Avg Inst Size Synth=10.1 sq um, row count=34
## tightest hold or removal path, cell delays in order (launching register included)
cell and delay, ns:
edfxtp_1 0.38, nand2_1 0.06, o21ai_0 0.07, ha_1 0.13, a21oi_1 0.07
## area by class of cell
class	instances	area, sq um
clock inverters	1	3.75
inverters	22	82.6
clock buffers	7	76.3
well taps	108	135
flip-flops and latches	32	961
fillers	853	5640
repair buffers	28	270
multi-input cells	208	1640
## final timing paths
| kind | startpoint | end | cells past startpoint |
|---|---|---|---|
| worst max-delay path | sel1 | A.data_out[8]$_DFFE_PP_ | 10 |
| worst min-delay path | B.data_out[0]$_DFFE_PP_ | A.data_out[0]$_DFFE_PP_ | 4 |
| worst max register to register | B.data_out[0]$_DFFE_PP_ | A.data_out[8]$_DFFE_PP_ | 9 |
| worst min register to register | B.data_out[0]$_DFFE_PP_ | A.data_out[0]$_DFFE_PP_ | 4 |
## metrics by stage
| step | hold slack (ns) | cells | cell area [sq um] |
|---|---|---|---|
| after global placement | 0.882 | 398 | 3090 |
| after floorplan | 0.801 | 272 | 2750 |
| final | 0.878 | 406 | 3170 |
| after detailed placement | 0.880 | 398 | 3090 |
| after global routing | 0.979 | 406 | 3170 |
| after CTS | 0.892 | 406 | 3170 |
## state kept, by name, indices dropped and copies added (netlist names)
name / cells
B.data_out: 16
A.data_out: 16
## metal layers
layer  global-route usage, %  up-vias
met5                       0        -
met4                    1.98        0
met3                    2.56        7
met2                    20.5       38
met1                    21.5      965
li1                        -     1075
## report_power, final
part	total, uW	switching [uW]	internal, uW
clock network	115	56.3	59.0
logic	490	271	219
registers	271	29.6	242
total	877	357	520
## cell usage in the layout, fill, tap and decap left out, drive strengths merged, types with 3 or more instances in the layout
| master | count |
|---|---|
| nor2 | 10 |
| a21oi | 17 |
| inv | 21 |
| nor3 | 3 |
| mux2i | 16 |
| clkdlybuf4s50 | 24 |
| nor2b | 4 |
| mux2 | 15 |
| xnor2 | 3 |
| edfxtp | 32 |
| o31ai | 4 |
| xor2 | 5 |
| a21o | 7 |
| nand2 | 28 |
| o21ai | 18 |
| buf | 4 |
| nand3 | 5 |
| clkbuf | 7 |
| a211oi | 6 |
| nand4 | 4 |
| ha | 31 |
## cell families (layout without fill, tap and decap cells)
| kind of cell | after synthesis | in the layout | synth area share (%) |
|---|---|---|---|
| adders and majority gates | 32 | 32 | 14.9 |
| AOI/OAI and AO/OA | 72 | 72 | 18.9 |
| muxes | 31 | 31 | 12.0 |
| and+or+nand+nor | 65 | 65 | 11.3 |
| DFF | 32 | 32 | 35.0 |
| xor gates and xnor gates | 8 | 8 | 2.55 |
| buffers and inverters | 32 | 58 | 5.42 |
Power and IR drop assume default switching activity.
